### flow/design.v
module demux (
    bits_out, sel, bit_in
);
    parameter SEL_BITS = 1;
    output [2**SEL_BITS - 1: 0] bits_out;
    input [SEL_BITS-1:0] sel;
    input bit_in;
    assign bits_out = (bit_in << sel);
endmodule
module mux (
    out, sel, bits_in
);
    parameter SEL_BITS = 1;
    output out;
    input [SEL_BITS-1:0] sel;
    input [2**SEL_BITS - 1: 0] bits_in;
    assign out = bits_in[sel];
endmodule
module alu_input_demux(out_a0, out_a1, out_a2, out_a3, out_b0, out_b1, out_b2, out_b3, a_in, b_in, sel);
    output [15:0] out_a0;
    output [15:0] out_a1;
    output [15:0] out_a2;
    output [15:0] out_a3;
    output [15:0] out_b0;
    output [15:0] out_b1;
    output [15:0] out_b2;
    output [15:0] out_b3;
    input [15:0] a_in;
    input [15:0] b_in;
    input [1:0] sel;
    genvar i;
    generate
        for(i=0; i<16; i++) begin
            demux #(2) DEMUX({out_a0[i], out_a1[i], out_a2[i], out_a3[i]}, sel, a_in[i]);
        end
    endgenerate
    generate
        for(i=0; i<16; i++) begin
            demux #(2) DEMUX({out_b0[i], out_b1[i], out_b2[i], out_b3[i]}, sel, b_in[i]);
        end
    endgenerate
endmodule
### flow/run.sh
#!/bin/bash
# OpenROAD 26Q1-2900-gdf79404cd8, Yosys 0.63+post, stock flow scripts
make -C /OpenROAD-flow-scripts/flow DESIGN_CONFIG=/design/flow/config.mk WORK_HOME=/design/flow/orfs finish
### flow/config.mk
export PLATFORM = sky130hd
export DESIGN_NAME = alu_input_demux
export DESIGN_NICKNAME = alu_input_demux
export VERILOG_FILES = /design/flow/design.v
export SDC_FILE = /design/flow/constraint.sdc
export NUM_CORES = 4
export LEC_CHECK = 1
export CORE_AREA = 10 10 97 97
export DIE_AREA = 0 0 107 107
### flow/constraint.sdc
current_design alu_input_demux

set clk_period 1.0
set clk_io_pct 0.2

create_clock -name clk0 -period $clk_period

set non_clock_inputs [all_inputs -no_clocks]
set_input_delay [expr $clk_period * $clk_io_pct] -clock clk0 $non_clock_inputs
set_output_delay [expr $clk_period * $clk_io_pct] -clock clk0 [all_outputs]
==> results_dict.tcl <==
# place-and-route summary
set metrics [dict create \
    drt-pass1-iter-count 4 \
    place.port_buffers 162 \
    total_power_mw 1.57 \
    ant_nets 0 \
    tns_ns -14.16 \
    synth.largest_area_cell "and3b_1" \
    final_cell_area_sq_mm 0.00429 \
    ir_drop_mv 0.208 \
    drive_gt1_frac 0.748 \
    vias 2293 \
    n_clock_buffer 0 \
    max_freq_mhz 805 \
    final-setup-viol-count 121 \
    power.internal_mw 1.07 \
    relSlewSlack 0.872 \
    vias_per_cell 4.51 \
    tool_warnings 34 \
    antenna_found_initial 0 \
    worstPathCellList "buf_16, buf_16, buf_6, buf_6, buf_6, nor3b_2, buf_2" \
    placed_area_sq_mm 0.00304 \
    areaGrowthSynthToFinish_pct 213 \
    drc_errors 0 \
    grt_pass1_vias 2333 \
    grt_overflow_total 0 \
    critical_path.slowest_cell "buf_16" \
    comb_power_share 1.000 \
    p_sw_uw 507 \
    syn_area_per_cell_sq_um 8.78 \
    cp_max_fo 6 \
    drt_iter0_drc 47 \
    regArea_sq_um 0 \
    syn_inst 156 \
    netlist_top_cells_count "and3b_1, and3_1, nor3b_2" \
    period_used_share 1.24 \
    grt_start_max_net_pins 14 \
    place_inst 399 \
    ys_types 6 \
    final_cells 508 \
    syn_area_sq_mm 0.00137 \
    top_area_frac 0.409 \
    status "complete, but fails checks" \
    ys_warn_count 0 \
    worst_path_most_repeated_cell "buf_6" \
    flops 0 \
    leakage_nw 2.46 \
    wl_per_cell_um 19.5 \
    die_area_sq_mm 0.0114 \
    ioPinCount 162 \
    synth_stat.cells 156 \
    rows 31 \
    end_kind "primary output" \
    holdBufCountCts 0 \
    antennaDiodeCount 0 \
    fin_ws_ns -0.243 \
    topCellsByArea "and3b_1, nor3b_2, and3_1, buf_6, buf_2" \
    finalCriticalPeriod_ns 1.24 \
    seq_power_share 0 \
    switching_share 0.322 \
    rsz0062_at_grt "true" \
    initial_core_util 0.188 \
    most_common_cell "and3b_1" \
    ys_area_sq_mm 0.00137 \
    p_per_area_mw_per_mm2 367 \
    synth_seq_share 0 \
    post-route-util 0.589 \
    cpPeakStageDelay_ns 0.14 \
    grt_pass1_wl_um 14600 \
    drv_slew 0 \
    coreArea_sq_mm 0.00729 \
    start_kind "input pin" \
    power_frac_clock 0 \
    maxCapViolations 0 \
    critical_path_required_ns 0.80 \
    final-hold-violation-count 0 \
    worst_slew_pin_slew_ns 0.192 \
    violations "negative setup slack" \
    arrival_ns 1.04 \
    hold_class "input pin to primary output" \
    drt_wl_total_um 9890 \
    place.gp.congestion 0.765 \
    worstSetupPathType "input pin to primary output" \
    die-width_um 107 \
    grt_usage 0.159 \
    post-dp-hpwl_um 5380 \
    die_h_um 107 \
]
==> per-layer routing <==
metal	vias to the layer above	global-route usage	part of all wire
met4	0	0.00774	0.0097
met3	8	0.0394	0.076
met1	1082	0.201	0.43
met5	-	0	0
li1	1098	-	-
met2	105	0.278	0.49
==> power by group through the flow <==
stage | logic (mW) | registers [mW] | clock network (mW)
4_1_cts | 1.42 | 0 | 0
5_1_grt | 1.68 | 0 | 0
6_report | 1.57 | 0 | 0
==> cells in the final DEF, fill, tap and decap left out <==
cell type / synthesis / final
dlygate4sd2_1: 0 / 1
and3_4: 0 / 25
buf_16: 0 / 19
nor3b_2: 32 / 30
clkbuf_2: 0 / 17
buf_2: 14 / 94
and3_1: 32 / 7
buf_8: 0 / 15
buf_12: 0 / 13
buf_6: 9 / 76
clkdlybuf4s15_1: 0 / 28
and3b_1: 64 / 64
buf_4: 5 / 12
nor3b_4: 0 / 2
clkdlybuf4s15_2: 0 / 3
dlymetal6s2s_1: 0 / 3
==> worst max-delay path, delay by kind of cell <==
family	cells	cell delay, ns
and+or+nand+nor	1	0.13
buffers and inverters	6	0.71
==> what timing repair did <==
item | CTS | global route
endpoints found under the hold margin | 0 | 0
gates resized | 500 | 139
endpoints found under the setup margin | 128 | 108
pin swaps | 32 | 34
setup buffers | 67 | 37
gates cloned | 22 | 0
==> layout make-up <==
class	count	area, sq um
Tap cell	99	124
Fill cell	595	3000
Timing Repair Buffer	281	2870
Multi-Input combinational cell	128	1300
==> cell families after synthesis <==
group / count (synthesis) / synth area share
buf+inv: 28 / 0.153
simple gates: 128 / 0.847
==> stage by stage <==
| step | hold WS [ns] | worst slack, ns |
|---|---|---|
| CTS | 0.788 | -0.323 |
| global placement | 1.15 | -0.613 |
| finish | 0.656 | -0.243 |
| floorplan | 0.491 | 0.176 |
| global route | 0.668 | -0.304 |
| detailed placement | 1.14 | -0.614 |
==> worst paths after layout <==
kind | start | cells past startpoint | to | slack (ns)
worst max-delay path | sel[1] | 7 | out_a3[0] | -0.24
worst min-delay path | sel[0] | 3 | out_b3[5] | 0.66
Power is estimated from default activity; no workload was simulated.
